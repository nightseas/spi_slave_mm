### design/flow/design.v
module spi_slave(
clk_sys_i,
rst_n_i,
spi_sclk_i,
spi_mosi_i,
spi_miso_o,
spi_cs_n_i,
mm_m_addr_o,
mm_m_wdata_o,
mm_m_rdata_i,
mm_m_we_o
);
parameter MM_ADDR_WIDTH = 8;
parameter MM_DATA_WIDTH = 16;
parameter DUMMY_DATA 	= 0;
parameter STATE_IDLE		= 6'b00_0001;
parameter STATE_ADDR		= 6'b00_0010;
parameter STATE_WRITE	= 6'b00_0100;
parameter STATE_READ		= 6'b00_1000;
parameter STATE_W_DONE	= 6'b01_0000;
parameter STATE_R_DONE	= 6'b10_0000;
input clk_sys_i, rst_n_i;
input spi_sclk_i, spi_mosi_i, spi_cs_n_i;
output spi_miso_o;
output[MM_ADDR_WIDTH-1:0] mm_m_addr_o;
output[MM_DATA_WIDTH-1:0] mm_m_wdata_o;
input[MM_DATA_WIDTH-1:0] mm_m_rdata_i;
output mm_m_we_o;
reg[2:0] sync_spi_sclk, sync_spi_cs_n;
reg[1:0] sync_spi_mosi;
reg spi_miso;
wire[MM_ADDR_WIDTH-1:0] mm_m_addr_o;
wire[MM_DATA_WIDTH-1:0] mm_m_wdata_o;
wire[MM_DATA_WIDTH-1:0] mm_m_rdata_i;
reg mm_m_we_o;
reg[4:0] spi_addr_cnt;
reg[5:0] spi_wdata_cnt, spi_rdata_cnt;
reg[5:0] spi_main_fsm;
reg[MM_ADDR_WIDTH-1:0] spi_addr_buf;
reg[MM_DATA_WIDTH-1:0] spi_wdata_buf;
always @(posedge clk_sys_i, negedge rst_n_i)
begin
	if(!rst_n_i) begin
		sync_spi_sclk <= 2'b00;
		sync_spi_mosi <= 2'b00;
		sync_spi_cs_n <= 2'b00;
	end
	else begin
		sync_spi_sclk[2] <= sync_spi_sclk[1];
		sync_spi_sclk[1] <= sync_spi_sclk[0];
		sync_spi_sclk[0] <= spi_sclk_i;
		sync_spi_mosi[1] <= sync_spi_mosi[0];
		sync_spi_mosi[0] <= spi_mosi_i;
		sync_spi_cs_n[2] <= sync_spi_cs_n[1];
		sync_spi_cs_n[1] <= sync_spi_cs_n[0];
		sync_spi_cs_n[0] <= spi_cs_n_i;
	end
end
always @(posedge clk_sys_i, negedge rst_n_i)
begin
	if(!rst_n_i) begin
		spi_main_fsm <= STATE_IDLE;
		spi_addr_cnt <= 0;
		spi_wdata_cnt <= 0;
		spi_rdata_cnt <= 0;
		spi_addr_buf <= 0;
		spi_wdata_buf <= 0;
	end
	else if(sync_spi_cs_n[1] == 1'b1) begin
		spi_main_fsm <= STATE_IDLE;
	end
	else begin
		case(spi_main_fsm)
			STATE_IDLE:
			begin
				if(sync_spi_cs_n[2:1] == 2'b10) begin
					spi_main_fsm <= STATE_ADDR;
				end
				spi_addr_cnt <= 0;
				spi_wdata_cnt <= 0;
				spi_rdata_cnt <= 0;
				spi_addr_buf <= 0;
				spi_wdata_buf <= 0;
			end
			STATE_ADDR:
			begin
				if(spi_addr_cnt == MM_ADDR_WIDTH) begin
					if(spi_addr_buf[7] == 1'b1)
						spi_main_fsm <= STATE_READ;
					else
						spi_main_fsm <= STATE_WRITE;
				end
				else if(sync_spi_sclk[2:1] == 2'b01) begin
					spi_addr_buf[MM_ADDR_WIDTH-1-spi_addr_cnt] <= sync_spi_mosi[1];
					spi_addr_cnt <= spi_addr_cnt + 1'b1;
				end
			end
			STATE_WRITE:
			begin
				if(spi_wdata_cnt == MM_DATA_WIDTH) begin
					spi_main_fsm <= STATE_W_DONE;
				end
				else if(sync_spi_sclk[2:1] == 2'b01) begin
					spi_wdata_buf[MM_DATA_WIDTH-1-spi_wdata_cnt] <= sync_spi_mosi[1];
					spi_wdata_cnt <= spi_wdata_cnt + 1'b1;
				end
			end
			STATE_READ:
			begin
				if(spi_rdata_cnt == MM_DATA_WIDTH) begin
					spi_main_fsm <= STATE_R_DONE;
				end
				else if(sync_spi_sclk[2:1] == 2'b01) begin				
					spi_rdata_cnt <= spi_rdata_cnt + 1'b1;
				end
			end
			STATE_W_DONE:
			begin
				spi_main_fsm <= STATE_IDLE;
			end
			STATE_R_DONE:
			begin
				spi_main_fsm <= STATE_IDLE;
			end
			default:
			begin
				spi_main_fsm <= STATE_IDLE;
			end
		endcase
	end
end
always @(posedge clk_sys_i, negedge rst_n_i)
begin
	if(!rst_n_i) begin
		spi_miso <= 0;
	end
	else if(spi_main_fsm == STATE_IDLE) begin
		spi_miso <= 0;
	end
	else begin
		if(spi_main_fsm == STATE_READ && sync_spi_sclk[2:1] == 2'b10 && spi_rdata_cnt < MM_DATA_WIDTH)			
			spi_miso <= mm_m_rdata_i[MM_DATA_WIDTH-1-spi_rdata_cnt];					
		else
			spi_miso <= spi_miso;
	end
end
always @(posedge clk_sys_i, negedge rst_n_i)
begin
	if(!rst_n_i) begin
		mm_m_we_o <= 0;
	end
	else begin
		if(spi_main_fsm == STATE_W_DONE)
			mm_m_we_o <= 1;
		else
			mm_m_we_o <= 0;
	end
end
always @(posedge clk_sys_i, negedge rst_n_i)
begin
	if(!rst_n_i) begin
	end
	else begin
	end
end
assign mm_m_addr_o[MM_ADDR_WIDTH-1:0] = {1'b0, spi_addr_buf[MM_ADDR_WIDTH-2:0]};
assign mm_m_wdata_o[MM_DATA_WIDTH-1:0] = spi_wdata_buf[MM_DATA_WIDTH-1:0];
assign spi_miso_o = spi_cs_n_i ? 1'bz : spi_miso;
endmodule
### design/flow/run.sh
#!/bin/bash
# OpenROAD 26Q1-2900-gdf79404cd8, Yosys 0.63+post, stock flow scripts
make -C /OpenROAD-flow-scripts/flow DESIGN_CONFIG=/design/flow/config.mk WORK_HOME=/design/flow/orfs finish
### design/flow/config.mk
export PLATFORM = sky130hd
export DESIGN_NAME = spi_slave
export DESIGN_NICKNAME = spi_slave
export VERILOG_FILES = /design/flow/design.v
export SDC_FILE = /design/flow/constraint.sdc
export NUM_CORES = 4
export LEC_CHECK = 1
export CORE_UTILIZATION = 50
### design/flow/constraint.sdc
current_design spi_slave

set clk_period 4.7
set clk_io_pct 0.2

create_clock -name clk0 -period $clk_period [get_ports {clk_sys_i}]

set non_clock_inputs [all_inputs -no_clocks]
set_input_delay [expr $clk_period * $clk_io_pct] -clock clk0 $non_clock_inputs
set_output_delay [expr $clk_period * $clk_io_pct] -clock clk0 [all_outputs]
==> Slide: Implementation Results <==
Key Metrics from the Run

Global route
  – Vias in the first global route: 2872
  – Met3 Usage GRT: 3.50%
  – GR Util met2: 35.9%
  – Initial antenna violation count: 0
  – Largest net degree at the start of global routing: 58
  – Grt met1 use: 35.4%
  – Global Route Usage Sum: 22.9%
  – Overflow after GRT: 0
  – First-pass GRT wire length: 13600 µm
  – GRT busiest layer: met2

CTS
  – CTS Buffer Depth: 2
  – CTS tree: yes
  – Setup Fix Bufs, Post-CTS: 0
  – Worst-path clk slew: 80 ps
  – Num CTS Buffers: 9
  – CTS resizes: 0
  – CTS H-tree lvls: 3
  – Num Clock Sinks: 57
  – Late-Pin Clk Latency: 350 ps
  – Cts hold-fix bufs: 0
  – Root Buffer: clkbuf_8

Final layout
  – Share of layout cells above drive strength 1: 8.37%
  – Commonest Layout Cell: dfrtp_1
  – Area Overhead vs Synth: 15.4%
  – Most instantiated logic cells after routing: dfrtp_1, nand2_1, clkdlybuf4s50_1, o21ai_0, ha_1

Critical path
  – Worst Path Max Fanout: 13
  – Worst Setup End Kind: flip-flop
  – R2R Setup Slk: 1490 ps
  – CP Data Required Time: 4930 ps
  – R2R cell count: 10
  – Crit Path Class: reg2reg
  – RR Endpoint: spi_wdata_buf[12]
  – Worst Path Arrival: 3430 ps
  – Crit path launch type: flip-flop
  – Worst r2r src: spi_wdata_cnt[0]

Logic synthesis
  – Avg Cell Area, Syn: 9.44 µm²
  – YS chip area: 3760 µm²
  – Yosys xor share: 1.86%
  – Synth Instances: 399
  – Most common flop cell mapped by yosys: dfrtp_1
  – Synth cell types: 65
  – Dominant combinational family: simple AND/OR/NAND/NOR gates
  – Asr flop ratio synth: 100%
  – Yosys warns: 2
  – Mux share: 4.72%
  – Ys cells: 399
  – Seq share, synth: 37.9%
  – Basic Gates by Area: 23.8%
  – AND-OR/OR-AND Cells, Area Fraction: 16.4%
  – Adders+Majority by Area: 8.64%
  – Ys flops: 57
  – EDFF count, synth: 0
  – Syn Std Cell Area: 3760 µm²

STA
  – Final Hold Fails: 0
  – Clock skew: 14.6 ps
  – F_max: 312 MHz
  – # setup viols final: 0
  – RSZ-0062 raised after global routing: false
  – Setup TNS: 0 ps
  – Cycle use final: 68.2%
  – Worst-Margin Slew: 717 ps
  – Max-slew headroom: 52.2%
  – Min Tclk post-route: 3210 ps
  – Max Slew Vio Count: 0
  – Hold WS: 350 ps

Detailed routing
  – Routed vias: 3070
  – First-iteration detailed-routing DRC count: 181
  – DRT antenna net count: 0
  – Drt drc: 0
  – Via density: 5.80
  – First-pass DRT Iterations: 4
  – WL final: 7840 µm
  – Diodes inserted: 0
  – Drt wl/cell: 14.8 µm

Pwr
  – Leak pwr: 1.74 nW
  – Worst vdd ir: 0.124 mV
  – PwrDens: 226 nW/µm²

Flow run
  – Tool warnings: 33
  – Max-cap violations: 0

Worst hold path
  – Hold path start: sync_spi_cs_n[0]
  – Hold Path Sink: sync_spi_cs_n[1]
  – Hold Path Cell Cnt: 0
  – Worst hold path class: reg2reg

Place
  – I/O Buffers: 45
  – Gpl congestion: 0.863
  – HPWL after DPL: 5650 µm

Floorplan
  – Rows: 31
  – Floorplan-stage core utilization: 51.9%
  – Die Width: 88.8 µm
  – Core ar.: 7250 µm²
  – Die area: 7880 µm²
  – Die span in y: 88.8 µm
  – IO Count: 47

Status
  – Status: completed
-- synthesized netlist by cell type (all sizes together), types with 6 or more instances --
| cell type | count | area (µm²) |
|---|---|---|
| ha | 26 | 325 |
| nand2b | 7 | 43.8 |
| inv | 20 | 75.1 |
| a31oi | 7 | 43.8 |
| nand4 | 16 | 100 |
| clkbuf | 14 | 52.6 |
| dfrtp | 56 | 1400 |
| o311ai | 6 | 67.6 |
| nand3 | 11 | 60.1 |
| xnor2 | 6 | 52.6 |
| o21ai | 43 | 219 |
| nand2 | 47 | 179 |
| nor3 | 10 | 71.3 |
| a21oi | 6 | 30.0 |
| or3 | 7 | 43.8 |
| o211ai | 10 | 75.1 |
| buf | 17 | 123 |
| nor2 | 15 | 56.3 |
-- kinds of logic (layout without fill, tap and decap cells) --
family / Yosys count / in the layout
adder cells (fa/ha/maj): 26 / 26
AND-OR/OR-AND: 94 / 94
AND/OR/NAND/NOR: 152 / 152
flip-flops: 57 / 57
XOR/XNOR: 8 / 8
other: 1 / 1
multiplexers: 10 / 10
buffers and inverters: 51 / 82
-- registers in the layout, indices dropped and copies added, names as in the netlist --
register,cells
spi_main_fsm,6
spi_addr_buf,8
sync_spi_cs_n,3
spi_wdata_buf,16
mm_m_we_o,1
sync_spi_mosi,2
spi_addr_cnt,5
sync_spi_sclk,3
spi_rdata_cnt,6
spi_wdata_cnt,6
spi_miso,1
-- how the worst max path moves through the flow --
stage	endpoint	cells after the start	slack, ps	start
5_1_grt	spi_wdata_buf[12]	10	1130	spi_wdata_cnt[4]
4_1_cts	spi_wdata_buf[10]	10	1490	spi_wdata_cnt[0]
6_report	spi_wdata_buf[12]	10	1490	spi_wdata_cnt[0]
-- report_power, final --
part | total, W | switching (W) | leakage, nW | internal (W)
combinational | 0.0000612 | 0.0000339 | 0.883 | 0.0000273
clock | 0.000412 | 0.000218 | 0.0822 | 0.000194
sequential | 0.000507 | 0.00000979 | 0.773 | 0.000497
total | 0.000980 | 0.000262 | 1.74 | 0.000718
-- worst max-delay path, cell delays in order (launching register included) --
cell	delay, ps
dfrtp_1	550
ha_1	400
and3_1	350
nand2_1	90
ha_1	320
nor4b_2	310
nand4_1	210
nor4_4	270
nand2_2	160
o311ai_0	320
o21ai_1	110
-- cell type report --
cell class / instances / area [µm²]
Tap cell: 99 / 124
Clock inverter: 7 / 53.8
Fill cell: 633 / 2910
Clock buffer: 9 / 124
Multi-Input combinational cell: 291 / 2090
Sequential cell: 57 / 1430
Timing Repair Buffer: 46 / 453
Inverter: 20 / 75.1
-- stage by stage --
| stage | cells | total power [W] | setup WS [ps] | util (%) | instance area, µm² |
|---|---|---|---|---|---|
| 6_report | 529 | 0.000980 | 1490 | 59.9 | 4340 |
| 5_1_grt | 529 | 0.00103 | 1130 | 59.9 | 4340 |
| 4_1_cts | 529 | 0.000997 | 1490 | 59.9 | 4340 |
| 3_5_place_dp | 513 | 0.000578 | 1490 | 57.4 | 4170 |
| 3_3_place_gp | 513 | 0.000578 | 1620 | 57.4 | 4170 |
| 2_1_floorplan | 399 | 0.000544 | 1900 | - | 3760 |
-- metal layers --
layer / share of wire (%) / wire, µm
met1: 47 / 3690
met2: 47 / 3710
met3: 3.0 / 239
met4: 2.5 / 194
met5: 0 / 0
Power figures rest on the tool's default switching activity, not on a simulated workload.
