==> flow/design.v <==
module mm_con(
clk_sys_i,
rst_n_i,
m_addr_i,
m_wdata_i,
m_rdata_o,
m_we_i,
s_addr_o,
s_wdata_o,
s_rdata0_i,
s_rdata1_i,
s_rdata2_i,
s_rdata3_i,
s_rdata4_i,
s_we_o
);
parameter MM_ADDR_WIDTH = 8;
parameter MM_DATA_WIDTH = 16;
parameter REG_ADDR_PID = 'h00;
parameter REG_ADDR_TST = 'h02;
parameter REG_ADDR_INT_PND = 'h04;
parameter REG_ADDR_INT_CLR = 'h06;
parameter REG_ADDR_INT_MSK = 'h08;
parameter REG_ADDR_SWDT_CTRL = 'h0A;
parameter REG_ADDR_SWDT_VAL = 'h0C;
parameter REG_ADDR_LED_CTRL = 'h0E;
input clk_sys_i, rst_n_i;
input[MM_ADDR_WIDTH-1:0] m_addr_i;
input[MM_DATA_WIDTH-1:0] m_wdata_i;
output[MM_DATA_WIDTH-1:0] m_rdata_o;
input m_we_i;
output[MM_ADDR_WIDTH-1:0] s_addr_o;
output[MM_DATA_WIDTH-1:0] s_wdata_o;
input[MM_DATA_WIDTH-1:0] s_rdata0_i, s_rdata1_i, s_rdata2_i, s_rdata3_i, s_rdata4_i;
output s_we_o;
wire[MM_ADDR_WIDTH-1:0] m_addr_i;
wire[MM_DATA_WIDTH-1:0] m_wdata_i;
reg[MM_DATA_WIDTH-1:0] m_rdata_o;
wire m_we_i;
wire[MM_ADDR_WIDTH-1:0] s_addr_o;
wire[MM_DATA_WIDTH-1:0] s_wdata_o;
wire[MM_DATA_WIDTH-1:0] s_rdata0_i, s_rdata1_i, s_rdata2_i, s_rdata3_i, s_rdata4_i;
wire s_we_o;
reg[MM_DATA_WIDTH-1:0] rdata_buff;
always @(m_addr_i, s_rdata0_i, s_rdata1_i, s_rdata2_i, s_rdata3_i, s_rdata4_i, rst_n_i)
begin
	if(!rst_n_i) begin
		rdata_buff <= 0;
	end
	else begin
		case(m_addr_i)		
			REG_ADDR_PID:
				rdata_buff <= s_rdata0_i;
			REG_ADDR_TST:
				rdata_buff <= s_rdata0_i;
			REG_ADDR_INT_PND:
				rdata_buff <= s_rdata1_i;
			REG_ADDR_INT_CLR:
				rdata_buff <= s_rdata1_i;
			REG_ADDR_INT_MSK:
				rdata_buff <= s_rdata1_i;
			REG_ADDR_SWDT_CTRL:
				rdata_buff <= s_rdata2_i;
			REG_ADDR_SWDT_VAL:
				rdata_buff <= s_rdata2_i;
			REG_ADDR_LED_CTRL:
				rdata_buff <= s_rdata3_i;
			default:
				rdata_buff <= 0;
		endcase
	end
end
always @(posedge clk_sys_i, negedge rst_n_i)
begin
	if(!rst_n_i) begin
		m_rdata_o <= 0;
	end
	else begin
		m_rdata_o <= rdata_buff;
	end
end
assign s_addr_o[MM_ADDR_WIDTH-1:0] = m_addr_i[MM_ADDR_WIDTH-1:0];
assign s_wdata_o[MM_DATA_WIDTH-1:0] = m_wdata_i[MM_DATA_WIDTH-1:0];
assign s_we_o = m_we_i;
endmodule
==> flow/run.sh <==
#!/bin/bash
# OpenROAD 26Q1-2900-gdf79404cd8, Yosys 0.63+post, stock flow scripts
make -C /OpenROAD-flow-scripts/flow DESIGN_CONFIG=/design/flow/config.mk WORK_HOME=/design/flow/orfs finish
==> flow/config.mk <==
export PLATFORM = sky130hd
export DESIGN_NAME = mm_con
export DESIGN_NICKNAME = mm_con
export VERILOG_FILES = /design/flow/design.v
export SDC_FILE = /design/flow/constraint.sdc
export NUM_CORES = 4
export LEC_CHECK = 1
export CORE_AREA = 10 10 99 99
export DIE_AREA = 0 0 109 109
==> flow/constraint.sdc <==
current_design mm_con

set clk_period 1.0
set clk_io_pct 0.2

create_clock -name clk0 -period $clk_period [get_ports {clk_sys_i}]

set non_clock_inputs [all_inputs -no_clocks]
set_input_delay [expr $clk_period * $clk_io_pct] -clock clk0 $non_clock_inputs
set_output_delay [expr $clk_period * $clk_io_pct] -clock clk0 [all_outputs]
==> results.py <==
# Metrics from the implementation run
metrics = {
    "status": {
        "status": "finished, final reports clean",
    },
    "route": {
        "wirelength_um": 6120,
        "viasPerCell": 4.46,
        "drc": 0,
        "antenna_cells": 0,
        "first_pass_iters": 4,
        "avgRoutedWirePerCell_um": 17.6,
        "antenna_left": 0,
        "vias": 1551,
        "drt_iter0_drc": 30,
    },
    "job": {
        "warnings": 43,
        "drv_cap": 0,
    },
    "sta": {
        "finalWorstSetupSlack_ns": 0.0100,
        "setup_tns_ns": 0,
        "finalSetupViolations": 0,
        "drv_slew": 0,
        "grt_setup_unrepaired": "yes",
        "worst_slew_pin_slew_ns": 0.295,
        "hold_viol_final": 0,
        "fmax_mhz": 1010,
        "period_minus_slack_ns": 0.990,
        "period_used_share": 0.990,
        "maxSlewHeadroom": 0.803,
    },
    "min_path": {
        "hold_class": "input port to asynchronous set/reset pin",
    },
    "finish": {
        "largest-register": "m_rdata_o",
        "synthToLayoutAreaGrowth_pct": 79.7,
        "largest_register_ffs": 16,
        "final_util": 0.339,
        "largestRegisters": "m_rdata_o x16",
        "drive_gt1_frac": 0.358,
        "fillers": 788,
        "stdcell_count": 348,
    },
    "power": {
        "p_int_mw": 1.41,
        "vdd_drop_max_v": 0.000403,
        "p_per_area_nw_per_um2": 734,
        "switchingPower_uw": 512,
        "clockPowerShare": 0.244,
        "p_sw_frac": 0.266,
        "pwr-share-comb": 0.417,
        "seqPwrFrac": 0.339,
        "p_leak_nw": 1.28,
    },
    "clocking": {
        "cts_tree": "built",
        "cts.sinks": 16,
        "cts_buffers": 3,
        "htree_num_levels": 1,
        "path_clk_slew_ns": 0.06,
        "cts_root_buffer": "clkbuf_8",
        "max-clock-path-buffers": 2,
    },
    "global_routing": {
        "grt_use_met3": 0.0550,
        "grt_max_degree": 29,
        "top_usage_layer": "met2",
        "antenna_found_initial": 0,
        "overflow": 0,
        "grt_pass1_vias": 1738,
        "track_usage": 0.102,
        "grtUsageMet2": 0.162,
        "grtUsageMet1": 0.123,
        "grt_first_pass_wirelength_um": 9250,
    },
    "logic_synthesis": {
        "ys_cells": 158,
        "avgSynthCellArea_um2": 9.23,
        "ys_seq_share": 0.275,
        "numSynthFlops": 16,
        "yosysUniqueCellTypes": 18,
        "syn_inst": 158,
        "ys_chip_area_um2": 1460,
        "syn_area_um2": 1460,
        "synth_warnings": 1,
    },
    "placement": {
        "dpl_worst_slack_ns": -0.586,
        "finalWeightedCongestion": 0.875,
        "port_buffers": 97,
        "dp_hpwl_um": 4990,
        "dp.cells": 344,
    },
    "floorplan": {
        "chip_area_um2": 11900,
        "fp-utilization": 0.189,
        "die_h_um": 109,
        "num_io_pins": 148,
        "die_w_um": 109,
        "core-area_um2": 7730,
        "rows": 32,
    },
    "worst_setup_path": {
        "path_class": "input port to flip-flop",
        "crit_fanout": 2,
        "required_ns": 1.18,
        "critPathLaunchType": "input port",
        "end_kind": "flip-flop",
        "crit_arrival_ns": 1.17,
    },
}
-- layout make-up --
type / count / area (um2) / share of cell area
Tap cell: 102 / 128 / 0.0487
Sequential cell: 16 / 400 / 0.153
Multi-Input combinational cell: 101 / 903 / 0.345
Timing Repair Buffer: 126 / 1150 / 0.438
Clock buffer: 3 / 41.3 / 0.0158
-- placed cells by master (no fill, tap or decap) --
master           count
nand3b_1             1
a221oi_1            13
clkbuf_8             3
buf_12               4
clkbuf_2             7
nor2b_4              1
nor4_2               1
dfrtp_1             16
nand2_1             16
dlygate4sd2_1       31
buf_6                6
a2bb2oi_2           11
nor2_4               1
buf_2               12
a221oi_2             3
mux2i_1             16
buf_8                1
dlymetal6s2s_1       9
a21oi_2             16
a21o_1              16
clkdlybuf4s50_1     34
buf_4               22
a2bb2oi_1            5
and4b_1              1
-- cells in the mapped netlist --
cell,number,area [um2]
a21oi_2,2,17.5
nand3b_1,1,7.51
a221oi_1,16,140
a21oi_1,14,70.1
buf_2,3,15.0
nand2_1,16,60.1
buf_6,4,45.0
nor2b_2,1,8.76
buf_4,27,203
nor4_1,1,6.26
nor2_4,1,11.3
buf_12,1,20.0
a2bb2oi_1,16,140
dfrtp_1,16,400
mux2i_1,16,160
clkbuf_1,6,22.5
and4b_1,1,10.0
a21o_1,16,120
-- timing repair --
action                                  CTS  global route
endpoints found under the setup margin   40            24
pin swaps                                14             5
buffers inserted                          1             0
hold buffers                              0             0
cloned                                    1             0
gates resized                           118            28
-- cells by family after synthesis --
kind of cell | share of synthesized area
mux | 0.110
buf+inv | 0.209
compound gates | 0.335
flops | 0.275
simple gates | 0.0713
-- how the worst max path moves through the flow --
stage	from	to	slack, ns	cells past startpoint
finish	s_rdata1_i[5]	m_rdata_o[5]	0.01	5
CTS	m_rdata_o[12]	m_rdata_o[12]	0.001	1
global route	s_rdata1_i[5]	m_rdata_o[5]	-0.03	4
-- power groups by stage --
stage	combinational (mW)	sequential, mW	clock [mW]
after CTS	0.797	0.653	0.494
after global routing	0.871	0.653	0.523
final	0.802	0.653	0.469
-- worst max-delay path, stage by stage --
cell             delay [ns]
clkdlybuf4s50_1        0.48
mux2i_1                0.08
a2bb2oi_2              0.13
a21o_1                 0.17
a21oi_2                0.11
-- routing by layer --
metal  wire length, um  up-vias
met5                 0        -
met4                58        0
met3               758        6
met2              2730       80
met1              2570      718
li1                  -      747
-- through the flow --
stage / power [mW] / area, um2 / hold slack (ns)
after CTS: 1.94 / 2580 / 0.154
after detailed placement: 1.49 / 2570 / 0.400
after global routing: 2.05 / 2620 / 0.178
after global placement: 1.49 / 2570 / 0.400
final: 1.92 / 2620 / 0.161
after floorplan: 1.07 / 1560 / -0.0956
Power is estimated from default activity; no workload was simulated.
