### /design/flow/design.v
module sys_wdt(
clk_sys_i,
rst_n_i,
mm_s_addr_i,
mm_s_wdata_i,
mm_s_rdata_o,
mm_s_we_i,
clk_8hz_i,
wdt_ot_o
);
parameter MM_ADDR_WIDTH = 8;
parameter MM_DATA_WIDTH = 16;
parameter REG_ADDR_SWDT_CTRL = 'h0A;
parameter REG_ADDR_SWDT_VAL = 'h0C;
input clk_sys_i, rst_n_i;
input[MM_ADDR_WIDTH-1:0] mm_s_addr_i;
input[MM_DATA_WIDTH-1:0] mm_s_wdata_i;
output[MM_DATA_WIDTH-1:0] mm_s_rdata_o;
input mm_s_we_i;
input clk_8hz_i;
output wdt_ot_o;
reg swdt_ctrl_reg;
reg[7:0] swdt_pwd_reg;
reg[12:0] swdt_val_reg;
reg[MM_DATA_WIDTH-1:0] mm_s_rdata_o; 
reg[12:0] wdt_cnt;
reg wdt_ot_o;
reg reg_clk_8hz_i;
wire wdt_en;
always @(posedge clk_sys_i, negedge rst_n_i)
begin
	if(!rst_n_i) begin
		swdt_ctrl_reg <= 1'b0;
		swdt_val_reg <= 13'h0960;
		swdt_pwd_reg <= 8'h27;
	end
	else begin
		if(mm_s_we_i) begin
			case(mm_s_addr_i)
				REG_ADDR_SWDT_CTRL:
				begin
					swdt_ctrl_reg <= mm_s_wdata_i[0];
					swdt_pwd_reg <= mm_s_wdata_i[15:8];
				end
				REG_ADDR_SWDT_VAL:
					swdt_val_reg <= mm_s_wdata_i[12:0];
				default:
				begin
					swdt_pwd_reg <= 8'h27;
					swdt_ctrl_reg <= swdt_ctrl_reg;
					swdt_val_reg <= swdt_val_reg;
				end
			endcase
		end
		else begin
			swdt_pwd_reg <= 8'h27;
		end
	end
end
always @(mm_s_addr_i, swdt_pwd_reg, swdt_ctrl_reg, swdt_val_reg, rst_n_i)
begin
	if(!rst_n_i) begin
		mm_s_rdata_o <= 0;
	end
	else begin
		case(mm_s_addr_i)
			REG_ADDR_SWDT_CTRL:
				mm_s_rdata_o <= {swdt_pwd_reg, 7'h0, swdt_ctrl_reg};
			REG_ADDR_SWDT_VAL:
				mm_s_rdata_o <= {3'h0, swdt_val_reg};
			default:
				mm_s_rdata_o <= 0;
		endcase
	end
end
always @(posedge clk_sys_i, negedge rst_n_i)
begin
	if(!rst_n_i) begin
		reg_clk_8hz_i <= 1'b0;
	end
	else begin
		reg_clk_8hz_i <= clk_8hz_i;
	end
end
always @(posedge clk_sys_i, negedge rst_n_i)
begin
	if(!rst_n_i) begin
		wdt_cnt <= 13'h0960;
	end
	else begin
		if(wdt_en) begin
			if(swdt_pwd_reg == 8'h5A)
				wdt_cnt <= swdt_val_reg;
			else if(swdt_pwd_reg == 8'hA5)
				wdt_cnt <= 13'h0;
			else if({reg_clk_8hz_i,clk_8hz_i} == 2'b01 && wdt_cnt != 0)
				wdt_cnt <= wdt_cnt - 1'b1;
			else
				wdt_cnt <= wdt_cnt;
		end
		else begin
			wdt_cnt <= wdt_cnt;
		end
	end
end
always @(posedge clk_sys_i, negedge rst_n_i)
begin
	if(!rst_n_i) begin
		wdt_ot_o <= 1'b0;
	end
	else begin
		if(wdt_en == 1'b1 && wdt_cnt == 13'h0)
			wdt_ot_o <= 1'b1;
		else
			wdt_ot_o <= 1'b0;
	end
end
assign wdt_en = swdt_ctrl_reg;
endmodule
### /design/flow/run.sh
#!/bin/bash
# OpenROAD 26Q1-2900-gdf79404cd8, Yosys 0.63+post, stock flow scripts
make -C /OpenROAD-flow-scripts/flow DESIGN_CONFIG=/design/flow/config.mk WORK_HOME=/design/flow/orfs finish
### /design/flow/config.mk
export PLATFORM = sky130hd
export DESIGN_NAME = sys_wdt
export DESIGN_NICKNAME = sys_wdt
export VERILOG_FILES = /design/flow/design.v
export SDC_FILE = /design/flow/constraint.sdc
export NUM_CORES = 4
export LEC_CHECK = 1
export CORE_UTILIZATION = 50
### /design/flow/constraint.sdc
current_design sys_wdt

set clk_period 5.9
set clk_io_pct 0.2

create_clock -name clk0 -period $clk_period [get_ports {clk_sys_i}]

set non_clock_inputs [all_inputs -no_clocks]
set_input_delay [expr $clk_period * $clk_io_pct] -clock clk0 $non_clock_inputs
set_output_delay [expr $clk_period * $clk_io_pct] -clock clk0 [all_outputs]
==> flow_metrics.py <==
# Auto-generated metrics
metrics = {
    "power_and_ir_drop": {
        "cellLeakagePower_nw": 1.008,
        "switching_power_mw": 0.1577,
        "power_density_mw_per_mm2": 231.8,
        "worst_ir_drop_vdd_mv": 0.2023,
        "power.internal_mw": 0.4415,
        "seq_power_share_pct": 49.0,
        "power.share.clock_pct": 29.9,
        "netSwitchingFraction_pct": 26.31,
        "combinational_share_of_power_pct": 21.2,
    },
    "grt": {
        "grt_first_pass_wirelength_um": 7493,
        "top_usage_layer": "met1",
        "global_route.usage.total_pct": 23.26,
        "gr-total-overflow": 0,
        "gr_layer_usage_met1_pct": 36.49,
        "antenna_violations_before_repair": 0,
        "grtUsageMet2_pct": 33.93,
        "grt_util_met3_pct": 6.690,
        "pin_count_of_the_biggest_net_entering_global_routing": 38,
        "vias_in_the_first_global_route": 1612,
    },
    "cts": {
        "root_buffer_cell": "clkbuf_8",
        "clock-sinks": 37,
        "postCtsResizedCells": 0,
        "tritoncts": "yes",
        "max-clock-path-buffers": 2,
        "cts_post_setup_buffers_inserted": 0,
        "cts-htree-levels": 2,
        "postCtsHoldBufs": 0,
        "cts_made_buffers": 5,
        "clk_latency_ps": 290,
        "clk_pin_slew_worst_paths_ps": 70,
    },
    "floorplanning": {
        "fp.coreArea_mm2": 0.003771,
        "die_span_in_y_um": 65.67,
        "die_area_mm2": 0.004313,
        "x_dimension_of_the_die_um": 65.67,
        "std_cell_rows": 22,
        "initial_cell_density_of_the_core_pct": 53.75,
        "io-pin-count": 45,
    },
    "yosys": {
        "yosys-stat-area_mm2": 0.002027,
        "synth-async-reset-ratio_pct": 100.0,
        "synth-main-ff-cell": "dfrtp_1",
        "synth_cells": 184,
        "count_of_cell_types_in_the_netlist": 46,
        "share_of_the_yosys_chip_area_belonging_to_registers_pct": 46.42,
        "area_share_of_the_largest_cell_type_after_synthesis_pct": 30.86,
        "yosysWarnings": 1,
        "post_synth_main_area_contributors": "dfrtp_1 (31%), dfstp_2 (16%), mux2_2 (6.1%), a22o_1 (5.2%), mux2_4 (3.7%)",
        "post_synthesis_cell_area_mm2": 0.002027,
        "count_of_flip_flops_with_a_built_in_enable_after_synthesis": 0,
        "synth_top_cell_by_area": "dfrtp_1",
        "synth_flops": 37,
        "syn_avg_cell_area_um2": 11.02,
        "synth_stat.cells": 184,
    },
    "critical_path": {
        "endpoint": "mm_s_rdata_o[8]",
        "max_stage_delay_ps": 660,
        "timing.critical_path.from": "mm_s_addr_i[0]",
        "worst-endpoint-arrival_ps": 3710,
        "worst-r2r-cell-count": 5,
        "regToRegSetupSlack_ps": 3010,
        "crit_path_cell_trace": "clkdlybuf4s50_1 -> or4b_1 -> nor3_2 -> nand2_1 -> nor2_1 -> a22o_1 -> clkdlybuf4s50_1",
        "destination_of_the_worst_register_to_register_timing_path": "wdt_cnt[1]",
        "critical_path_endpoint_category": "output port",
        "worstSetupPathType": "input port to output port",
        "cpMostUsedCell": "clkdlybuf4s50_1",
        "critPathRequiredTime_ps": 4720,
        "reg2reg_from": "swdt_pwd_reg[1]",
        "timing.critical_path.slowest_stage_cell": "nor2_1",
        "start_kind": "input port",
        "cp_max_fo": 13,
    },
    "drt": {
        "vias_per_cell": 6.014,
        "detail_route.first_pass.iterations": 4,
        "drt.antenna.violating_nets": 0,
        "vias": 1672,
        "routedWlPerCell_um": 15.70,
        "drt_iter0_markers": 161,
        "antenna_cells": 0,
        "drc_errors": 0,
        "totalWireLength_um": 4364,
    },
    "sta": {
        "hold_violations": 0,
        "max_freq_ghz": 0.2044,
        "setup_total_negative_slack_ps": 0,
        "worst_slew_pin_slew_ps": 843.9,
        "slew_headroom_pct": 43.53,
        "finClkSkew_ps": 5.469,
        "final-max-slew-violation-count": 0,
        "setup_repair_after_global_routing_missed_its_margin": "false",
        "final-setup-viol-count": 0,
        "timing.final.crit_share_pct": 82.93,
        "final_period_minus_worst_setup_slack_ps": 4893,
    },
    "finish": {
        "final_layout_top_logic_cell": "clkdlybuf4s50_1",
        "drive_gt1_share_pct": 20.87,
        "layout_top_cells_excl_fill_tap": "clkdlybuf4s50_1 (44), dfrtp_1 (25), nand2_1 (15)",
        "number_of_filler_cells_placed_in_the_layout": 282,
        "area_growth_pct": 27.53,
        "utilization_pct": 68.55,
    },
    "flow_run": {
        "tool_warnings": 28,
        "cap_viol_max_count": 0,
    },
    "placed_design": {
        "globalplace.congestion": 0.9225,
        "hpwl_um": 3188,
        "port_buffer_count": 44,
    },
    "worst_hold_path": {
        "startpoint_of_the_tightest_hold_check_path": "swdt_val_reg[5]",
        "worst_hold_path_type": "register to register",
    },
    "status": {
        "status": "finished clean",
    },
}
[area by class of cell]
class	count	area (µm²)	area share, %
multi-input combinational	136	1027	39.74
sequential	37	940.9	36.40
timing repair buffer	46	455.4	17.62
clock buffer	8	90.09	3.485
tap	48	60.06	2.323
inverter	3	11.26	0.4356
[per-layer routing]
| layer | wire (µm) | up-vias |
|---|---|---|
| met5 | 0 | - |
| met4 | 59 | 0 |
| met3 | 321 | 8 |
| met2 | 1927 | 69 |
| met1 | 2055 | 803 |
| li1 | - | 792 |
[cells in the mapped netlist (4+ instances only)]
cell type and n:
mux2_4 5, a2bb2oi_1 4, nor2_1 7, o22a_2 4, nand2b_1 5, nand2_1 15, mux2_2 11, dfrtp_1 25
and2_1 11, a22o_1 12, nor4b_1 4, nand3_1 14, dfstp_2 12
[stage by stage]
stage | cells | total power [mW] | instance area, µm² | setup slack (ps) | hold WS (ps)
after floorplan | 184 | 0.3801 | 2027 | 2312 | 453.8
after global placement | 270 | 0.4197 | 2495 | 1081 | 469.0
after detailed placement | 270 | 0.4224 | 2495 | 994.4 | 465.5
after CTS | 278 | 0.6019 | 2585 | 996.8 | 486.3
after global routing | 278 | 0.6349 | 2585 | 777.2 | 509.8
final | 278 | 0.5992 | 2585 | 1007 | 476.4
[power by group through the flow]
| stage | sequential (mW) | clock [mW] | combinational, mW |
|---|---|---|---|
| 6_report | 0.293 | 0.179 | 0.127 |
| 5_1_grt | 0.296 | 0.193 | 0.145 |
| 4_1_cts | 0.293 | 0.182 | 0.127 |
[critical path: cells and delay by family]
kind	cells	cell delay, ps
buf+inv	2	840
simple gates	4	1440
compound gates	1	240
[worst min path at each step]
| stage | endpoint | slack [ps] | cells after the start |
|---|---|---|---|
| after CTS | wdt_cnt[5] | 490 | 2 |
| after global routing | wdt_cnt[5] | 510 | 2 |
| final | wdt_cnt[5] | 480 | 2 |
[cells by family (layout without fill, tap and decap cells)]
group	count (synthesis)	after routing	share of synthesized area, %
DFF	37	37	46.42
buffers and inverters	11	57	2.901
adders and majority gates	2	2	1.234
muxes	16	16	9.815
and+or+nand+nor	80	80	23.52
AOI/OAI and AO/OA	38	38	16.11
Power is estimated from default activity; no workload was simulated.
